<file path="flow/design.v">
module andg (
    input [6:0] lfsrM,
    input [12:0] lfsrL,
    output [6:0] keystream_and
);
    assign keystream_and = lfsrM & lfsrL[6:0];
endmodule
module div_clk(
    input wire i_clk,
    output reg o_clk
);
 parameter integer n = 4;
reg [31:0] d1hz_r = 1;
reg [31:0] d1hz_n;
always @(posedge i_clk) begin
    d1hz_r <= d1hz_n;
end
always @* begin
    if (d1hz_r == n) begin
        d1hz_n = 1;
    end else begin
        d1hz_n = d1hz_r + 1;
    end
end
always @(posedge i_clk) begin
    if (d1hz_r == n/2) begin
        o_clk <= 1;
    end else begin
        o_clk <= 0;
    end
end
endmodule
module gmr (
    input wire i_clk,
    input wire i_rst,
    input wire [6:0] i_seed_lfsrM,
    input wire [12:0] i_seed_lfsrL,
    output wire [6:0] o_lfsrM,
    output wire [12:0] o_lfsrL,
    output wire o_keystream
);
    wire clk_reg;
    wire [6:0] lfsrM_reg;
    wire [12:0] lfsrL_reg;
    wire [6:0] keystream_and;
    wire keystream_xor;
    div_clk div (
        .i_clk(i_clk),
        .o_clk(clk_reg)
    );
    lfsrl lfsrL (
        .i_clk(clk_reg),
        .i_rst(i_rst),
        .i_seed(i_seed_lfsrL),
        .o_lfsrL(lfsrL_reg)
    );
    lfsrm lfsrM (
        .i_clk(clk_reg),
        .i_rst(i_rst),
        .i_seed(i_seed_lfsrM),
        .o_lfsrM(lfsrM_reg)
    );
    andg and_gate (
        .lfsrM(lfsrM_reg),
        .lfsrL(lfsrL_reg),
        .keystream_and(keystream_and)
    );
    xorg xor_gate (
        .keystream_and(keystream_and),
        .keystream_xor(keystream_xor)
    );
    assign o_lfsrM = lfsrM_reg;
    assign o_lfsrL = lfsrL_reg;
    assign o_keystream = keystream_xor;
endmodule
module lfsrl (
    input i_clk,
    input i_rst,
    input [12:0] i_seed,
    output [12:0] o_lfsrL
);
    wire msb_lfsrL_sig;
    wire [12:0] temp1; 
    reg [12:0]temp2; 
    wire [12:0] temp ;
    wire msb_lfsrL;
    always @(posedge i_clk ) begin
        if (i_rst) begin
            temp2 <= i_seed;
        end else begin
            temp2 <= temp;
        end
    end
    assign temp = {msb_lfsrL, temp1[12:1]};
    assign temp1 = {msb_lfsrL_sig, temp2[12:1]};
    assign o_lfsrL = temp2;
    assign msb_lfsrL_sig = temp2[12] ^ temp2[3] ^ temp2[2] ^ temp2[0];
    assign msb_lfsrL = temp1[12] ^ temp1[3] ^ temp1[2] ^ temp1[0];
endmodule
module lfsrm (
    input i_clk,
    input i_rst,
    input [6:0] i_seed,
    output [6:0] o_lfsrM
);
    wire msb_lfsrM;
    reg [6:0] temp;
    always @(posedge i_clk) begin
        if (i_rst) begin
            temp <= i_seed;
        end else begin
            temp <= {msb_lfsrM, temp[6:1]};
        end
    end
    assign o_lfsrM = temp;
    assign msb_lfsrM = temp[6] ^ temp[0];
endmodule
module xorg
(
    input [6:0] keystream_and,
    output  keystream_xor
);
integer i;
reg temp;
always @(*) begin
    temp = keystream_and[0];
    for (i = 1; i < 7; i = i + 1) begin
        temp = temp ^ keystream_and[i];
    end
end
    assign keystream_xor = temp;
endmodule
</file>
<file path="flow/run.sh">
#!/bin/bash
# OpenROAD 26Q1-2900-gdf79404cd8, Yosys 0.63+post, stock flow scripts
make -C /OpenROAD-flow-scripts/flow DESIGN_CONFIG=/design/flow/config.mk WORK_HOME=/design/flow/orfs finish
</file>
<file path="flow/config.mk">
export PLATFORM = sky130hd
export DESIGN_NAME = gmr
export DESIGN_NICKNAME = gmr
export VERILOG_FILES = /design/flow/design.v
export SDC_FILE = /design/flow/constraint.sdc
export NUM_CORES = 4
export LEC_CHECK = 1
export CORE_UTILIZATION = 50
</file>
<file path="flow/constraint.sdc">
current_design gmr

set clk_period 4.4
set clk_io_pct 0.2

create_clock -name clk0 -period $clk_period [get_ports {i_clk}]

set non_clock_inputs [all_inputs -no_clocks]
set_input_delay [expr $clk_period * $clk_io_pct] -clock clk0 $non_clock_inputs
set_output_delay [expr $clk_period * $clk_io_pct] -clock clk0 [all_outputs]
</file>
==> out/summary.rpt <==
======================================================================================
Flop and latch count out of synthesis                                               53
Rel. slew slack                                                                  37.4%
Violation count after the first detailed-routing iteration                          62
Switching fraction of total power                                                17.9%
GP Congestion                                                                    0.821
Arrival time at the worst endpoint                                             2.01 ns
GRT Total Usage                                                                  19.6%
Top-level I/O count                                                                 43
Worst-path fanout max                                                               15
Clock insertion delay at the later pin of the skew report                      0.28 ns
Antenna diode count                                                                  0
Maximum number of buffers from clock root to sink                                    2
Class of the most critical setup path                                       reg -> reg
Die area                                                                  0.00468 sq mm
Power share of the sequential group                                              48.4%
Vias per inst                                                                     5.26
Number of standard-cell rows in the floorplan                                       23
Wire length per cell after detailed routing                               13.7 microns
Deepest level of the CTS H-tree                                                      2
Synthesized chip area reported by yosys                                   0.00221 sq mm
Cell-internal power                                                           0.509 mW
Number of vias after detailed routing                                             1594
Combinational Power Share                                                         5.3%
Accumulated negative setup slack                                                  0 ns
Fraction of final layout cells with drive strength greater than 1                13.0%
Remaining design rule violation count                                                0
Post-DRT Antenna Nets                                                                0
Via count of the first global-routing pass                                        1438
Synth top area cells                                                      sky130_fd_sc_hd__dfxtp_1 (48%), sky130_fd_sc_hd__xnor2_1 (13%), sky130_fd_sc_hd__mux2_2 (8.7%), sky130_fd_sc_hd__xor2_1 (3.6%), sky130_fd_sc_hd__nand2_1 (3.4%)
CTS root buffer                                                           sky130_fd_sc_hd__clkbuf_8
Final setup violation count                                                          0
Number of distinct standard cells referenced by the synthesized netlist             31
Part of the cycle the worst path needs                                           41.9%
Count of unclocked register or latch pins                                           20
Total placed cells including tap cells                                             295
Cell depth of the worst hold path                                                    1
Number of slew-limit violations in the final report                                  0
Log Warnings                                                                        28
Endpoints left unconstrained                                                        41
Worst Max-Slew Pin Slew                                                       0.936 ns
Post-synthesis area per instance                                            10.7 sq um
Die outline height                                                        68.4 microns
Maximum number of pins on one net before global-route repair                        24
Data required time at the worst endpoint                                       4.57 ns
Cell Area, Synth                                                          0.00221 sq mm
Remaining Overflow, GRT                                                              0
Critical Path Source Type                                                     register
Maximum ir drop on the vdd rail                                               0.213 mV
Iteration count of the initial detailed-routing pass                                 6
Count of yosys warnings during synthesis                                             4
Fraction of post-synthesis cell area in the top cell type by area                48.1%
Number of max-cap violations                                                         0
Leakage power total                                                            1.00 nW
Number of cells on the worst reg-to-reg path                                         4
Leading area contributor after synthesis                                  sky130_fd_sc_hd__dfxtp_1
CTS clk-pin slew, worst paths                                                  0.07 ns
Post-DP HPWL                                                                   3.08 mm
Final Hold Viols                                                                     0
Filler-free cell count of the finished design                                      303
Cell count in the Yosys report                                                     207
Total setup buffers inserted after CTS                                               0
I/O Buffers                                                                         42
CTS tree                                                                           yes
Post-route clock skew                                                       0.00592 ns
Number of cells upsized or downsized after cts                                       0
Setup repair after global routing missed its margin                              false
Syn-to-layout area delta                                                         26.3%
Overall die width                                                         68.4 microns
Wire length after detailed routing                                             4.14 mm
Final critical-path required period                                            1.84 ns
Post-synthesis instance total                                                      207
Run status                                                                   completed
Peak clock frequency supported by timing                                       542 MHz
Fraction of power consumed by the clock network                                  46.3%
Switching power                                                               0.111 mW
Sequential cell area fraction in the yosys report                                48.1%
Endpoint class of the critical path                                           register
HP Class                                                                    reg -> reg
Global-route wire length before repair                                         6.77 mm
Power Density                                                              223 mW/mm^2
Fraction of the core area occupied by cells at floorplan                         53.6%
CTS Hold Buffers Added                                                               0
Number of clock buffers inserted by TritonCTS                                        5
Number of antenna violations at the first check in global routing                    0
Area of the core region                                                   0.00412 sq mm
======================================================================================
[cell families (layout without fill, tap and decap cells)]
kind of cell | count (synthesis) | in the layout | share of synthesized area, %
muxes | 17 | 17 | 8.68
xor gates and xnor gates | 42 | 42 | 16.7
DFF | 53 | 53 | 48.1
buffers and inverters | 9 | 55 | 1.76
AOI/OAI and AO/OA | 7 | 7 | 1.93
adders and majority gates | 3 | 3 | 1.70
and+or+nand+nor | 76 | 76 | 21.2
[cell usage in the layout, fill, tap and decap left out, types with 2 or more instances in the layout]
| cell type | n |
|---|---|
| sky130_fd_sc_hd__a31oi_1 | 3 |
| sky130_fd_sc_hd__and2_1 | 2 |
| sky130_fd_sc_hd__and3_1 | 3 |
| sky130_fd_sc_hd__and4_1 | 3 |
| sky130_fd_sc_hd__clkbuf_8 | 6 |
| sky130_fd_sc_hd__clkdlybuf4s50_1 | 42 |
| sky130_fd_sc_hd__dfxtp_1 | 53 |
| sky130_fd_sc_hd__ha_1 | 3 |
| sky130_fd_sc_hd__inv_1 | 5 |
| sky130_fd_sc_hd__mux2_2 | 17 |
| sky130_fd_sc_hd__nand2_1 | 20 |
| sky130_fd_sc_hd__nand3_1 | 15 |
| sky130_fd_sc_hd__nand4_1 | 8 |
| sky130_fd_sc_hd__nand4_2 | 2 |
| sky130_fd_sc_hd__nor2_1 | 4 |
| sky130_fd_sc_hd__nor3_1 | 3 |
| sky130_fd_sc_hd__nor4_1 | 7 |
| sky130_fd_sc_hd__nor4_2 | 2 |
| sky130_fd_sc_hd__o21ai_0 | 3 |
| sky130_fd_sc_hd__xnor2_1 | 33 |
| sky130_fd_sc_hd__xor2_1 | 9 |
[area by class of cell]
cell class | count | area, sq um
Tap cell | 50 | 62.6
Fill cell | 326 | 1330
Clock inverter | 1 | 30.0
Sequential cell | 53 | 1060
Multi-Input combinational cell | 145 | 1110
Timing Repair Buffer | 42 | 420
Inverter | 5 | 18.8
Clock buffer | 7 | 86.3
[metal layers]
metal  routed length [microns]  global-route usage [%]  vias up
li1                          -                       -      820
met1                      2270                    33.4      743
met2                      1720                    27.7       29
met3                       138                    3.38        2
met4                        11                    1.30        0
met5                         0                       0        -
[metrics by stage]
stage / total power, mW / worst slack (ns) / util, % / instance area (sq um) / hold WS (ns)
after global placement: 0.339 / 2.65 / 64.9 / 2670 / 0.462
after floorplan: 0.319 / 2.85 / - / 2210 / 0.435
final: 0.620 / 2.56 / 67.7 / 2790 / 0.476
after global routing: 0.639 / 2.37 / 67.7 / 2790 / 0.518
after detailed placement: 0.339 / 2.58 / 64.9 / 2670 / 0.466
after CTS: 0.622 / 2.56 / 67.7 / 2790 / 0.481
[cell usage after synthesis]
master                     instances
sky130_fd_sc_hd__and4_1            3
sky130_fd_sc_hd__nor4_1            7
sky130_fd_sc_hd__ha_1              3
sky130_fd_sc_hd__nand4_1           8
sky130_fd_sc_hd__xor2_1            9
sky130_fd_sc_hd__or4b_1            1
sky130_fd_sc_hd__or4_4             1
sky130_fd_sc_hd__a31o_1            1
sky130_fd_sc_hd__nor3_1            3
sky130_fd_sc_hd__xnor2_1          33
sky130_fd_sc_hd__nand2_1          20
sky130_fd_sc_hd__nand3_1          15
sky130_fd_sc_hd__nor4_2            2
sky130_fd_sc_hd__nor3b_1           1
sky130_fd_sc_hd__clkbuf_1          1
sky130_fd_sc_hd__and3_2            1
sky130_fd_sc_hd__buf_2             1
sky130_fd_sc_hd__a31oi_1           3
sky130_fd_sc_hd__o21ai_0           3
sky130_fd_sc_hd__buf_1             1
sky130_fd_sc_hd__nor4_4            1
sky130_fd_sc_hd__nand4_2           2
sky130_fd_sc_hd__or3_4             1
sky130_fd_sc_hd__and3_1            3
sky130_fd_sc_hd__inv_1             5
sky130_fd_sc_hd__dfxtp_1          53
sky130_fd_sc_hd__mux2_2           17
sky130_fd_sc_hd__and2_1            2
sky130_fd_sc_hd__buf_4             1
sky130_fd_sc_hd__nor2_1            4
sky130_fd_sc_hd__nor3_4            1
[state kept, by name, indices dropped and copies added (netlist names)]
signal,cells
div.d1hz_r,32
lfsrM.temp,7
div.o_clk,1
lfsrL.temp2,13
[power groups by stage]
stage / logic (mW) / clock network [mW] / registers (mW)
CTS: 0.0331 / 0.289 / 0.300
global route: 0.0354 / 0.304 / 0.299
finish: 0.0329 / 0.287 / 0.300
[critical path, stage by stage, from the launching register on]
cell	delay [ns]
sky130_fd_sc_hd__dfxtp_1	0.43
sky130_fd_sc_hd__nand4_2	0.22
sky130_fd_sc_hd__nor4_4	0.68
sky130_fd_sc_hd__nand3_1	0.22
sky130_fd_sc_hd__xnor2_1	0.17
[final timing paths]
path	startpoint	endpoint	slack, ns
hold / removal	div.d1hz_r[31]$_SDFF_PN0_	div.d1hz_r[31]$_SDFF_PN0_	0.48
setup reg to reg	div.d1hz_r[6]$_SDFF_PN0_	div.d1hz_r[18]$_SDFF_PN0_	2.56
setup / recovery	div.d1hz_r[6]$_SDFF_PN0_	div.d1hz_r[18]$_SDFF_PN0_	2.56
hold reg to reg	div.d1hz_r[31]$_SDFF_PN0_	div.d1hz_r[31]$_SDFF_PN0_	0.48
Power is estimated from default activity; no workload was simulated.
